### ./run.sh
#!/bin/bash
# OpenROAD 26Q1-2900-gdf79404cd8, Yosys 0.63+post, stock flow scripts
make -C /OpenROAD-flow-scripts/flow DESIGN_CONFIG=/design/flow/config.mk WORK_HOME=/design/flow/orfs finish
### ./config.mk
export PLATFORM = sky130hd
export DESIGN_NAME = fifo_rd
export DESIGN_NICKNAME = fifo_rd
export VERILOG_FILES = /design/flow/design.v
export SDC_FILE = /design/flow/constraint.sdc
export NUM_CORES = 4
export LEC_CHECK = 1
export CORE_AREA = 10 10 70 70
export DIE_AREA = 0 0 80 80
### ./constraint.sdc
current_design fifo_rd

set clk_period 3.4
set clk_io_pct 0.2

create_clock -name clk0 -period $clk_period [get_ports {r_clk}]

set non_clock_inputs [all_inputs -no_clocks]
set_input_delay [expr $clk_period * $clk_io_pct] -clock clk0 $non_clock_inputs
set_output_delay [expr $clk_period * $clk_io_pct] -clock clk0 [all_outputs]
### ./design.v
module fifo_rd #(
  parameter P_SIZE = 4                           
)
  (
   input  wire                     r_clk,               
   input  wire                     r_rstn,              
   input  wire                     r_inc,               
   input  wire   [P_SIZE-1:0]      sync_wr_ptr,         
   output wire   [P_SIZE-2:0]      rd_addr,             
   output wire                     empty,               
   output reg    [P_SIZE-1:0]      gray_rd_ptr          
);
wire [P_SIZE-1:0]  gray_rd_ptr_comb;
reg [P_SIZE-1:0]  rd_ptr ;
always @(posedge r_clk or negedge r_rstn)
 begin
  if(!r_rstn)
   begin
    rd_ptr <= 0 ;
   end
 else if (!empty && r_inc)
    rd_ptr <= rd_ptr + 1 ;
 end
assign rd_addr = rd_ptr[P_SIZE-2:0] ;
always @(posedge r_clk or negedge r_rstn)
begin
 if(!r_rstn)
   begin
    gray_rd_ptr <= 0 ;
   end
 else 
  begin
   gray_rd_ptr <= gray_rd_ptr_comb;
  end
 end
assign empty = (sync_wr_ptr == gray_rd_ptr) ;
gray_code_generator gray_module (
.binary(rd_ptr),
. gray(gray_rd_ptr_comb)
);
endmodule
module gray_code_generator (
    input  [9:0] binary,
    output  [9:0] gray
);
assign gray[9] = binary[9];
assign gray[8] = binary[9] ^ binary[8];
assign gray[7] = binary[8] ^ binary[7];
assign gray[6] = binary[7] ^ binary[6];
assign gray[5] = binary[6] ^ binary[5];
assign gray[4] = binary[5] ^ binary[4];
assign gray[3] = binary[4] ^ binary[3];
assign gray[2] = binary[3] ^ binary[2];
assign gray[1] = binary[2] ^ binary[1];
assign gray[0] = binary[1] ^ binary[0];
endmodule
==> impl_metrics.csv <==
group,metric,value,unit
sta,slew_viol_final,0,
cts,numCtsBuffers,3,
cts,cts_max_level,1,
finish,utilization,17.9,%
global_route,grt.busiest_layer,"met2",
synthesis,syn_area,413,sq um
sta,worst_slew_pin_slew,0.379,ns
synthesis,mux_area_share,2.73,%
route,vias_per_cell,3.00,
cts,cts_buffer_depth,2,
hold_path,worstHoldPathCells,0,
synthesis,ys_seq_share,48.5,%
sta,slew_headroom,74.5,%
synthesis,ys_chip_area,413,sq um
global_route,grt-ovfl-total,0,
pwr,p_per_area,812,nW/um^2
sta,period_used_share,82.0,%
critical_path,reg2reg_depth,3,
sta,max_freq,359,MHz
die,die_area,6400,sq um
critical_path,critPathLaunch,"sync_wr_ptr[1]",
sta,fin_skew,0.00304,ns
global_route,use_met2,4.01,%
route,drc,0,
synthesis,yosys.area.top_type,"dfrtp_1",
cts,cts_tree,"built",
synthesis,syn_inst,32,
route,wl,919,um
pwr,p_comb_share,44.4,%
pwr,p_seq_share,41.6,%
finish,synthToLayoutAreaGrowth,47.9,%
synthesis,synthFlopType,"dfrtp_1",
finish,final_cells,92,
route,detail-route-antenna-nets,0,
status,status,"finished, final reports clean",
synthesis,common_cells,"dfrtp_1, xor2_1, xnor2_1",
global_route,grt_pass1_vias,294,
critical_path,cp.arrival,2.11,ns
hold_path,min_path_type,"reg2reg",
critical_path,critPathMaxFanout,2,
hold_path,hold_path.startpoint,"rd_ptr[3]",
synthesis,synth_cell_types,11,
route,vias,276,
synthesis,yosys_cells,32,
cts,worst_skew_pair.late_latency,0.25,ns
cts,post_cts_buffers,0,
die,num_rows,21,
cts,cts.repair.resized,0,
global_route,met1_usage,3.91,%
synthesis,edf_count,0,
synthesis,syn_avg_cell_area,12.9,sq um
die,die_w,80,um
global_route,antenna_found_initial,0,
cts,cts-root-buf,"clkbuf_4",
die,ioPinCount,15,
cts,cts_hold_buf,0,
place,placedCellCount,89,
synthesis,top_cell_area_share,48.5,%
cts,clk_pin_slew,0.05,ns
finish,drive_gt1_share,10.9,%
sta,rsz0062_at_grt,"false",
cts,clock-sinks,8,
sta,setup_violations,0,
critical_path,startpoint_type,"input port",
place,gp_congestion,0.731,
sta,hold_violations,0,
job,tool_warnings,25,
synthesis,synth_dominant_cell_count,"dfrtp_1",
synthesis,xor_share,25.5,%
global_route,grt_pass1_wl,1450,um
route,post_drt_wl_per_cell,9.99,um
route,antenna_cells,0,
critical_path,end_kind,"primary output",
pwr,p_clk_share,14.0,%
die,fp-utilization,12.1,%
route,drt_iter0_drc,3,
finish,finish.instance_area,611,sq um
critical_path,path_class,"in2out",
die,die_h,80,um
die,coreArea,3420,sq um
pwr,p_switching,0.000160,W
place,port_buffers,14,
route,dr.pass1.iters,2,
pwr,leakage,0.236,nW
pwr,power,0.000496,W
pwr,peakVddDrop,0.116,mV
synthesis,logic_family,"XOR/XNOR gates",
synthesis,synthAdderAreaFrac,6.06,%
synthesis,synthArstFlopShare,100,%
critical_path,r2r-start,"gray_rd_ptr[1]",
global_route,grtUsageMet3,1.70,%
synthesis,ys.flops,8,
synthesis,compound_area_share,8.18,%
job,cap_viol_max_count,0,
synthesis,ys_warn_count,3,
global_route,grtUsageTotal,2.98,%
synthesis,simple_gate_share,3.64,%
pwr,p_int,0.000335,W
synthesis,area_leaders,"dfrtp_1, xor2_1, xnor2_1",
sta,period_minus_slack,2.79,ns
sta,setup_tns,0,ns
pwr,switching_share,32.4,%
global_route,grt_max_degree,9,
critical_path,required,2.72,ns
place,placement.cell_area,588,sq um
==> worst paths after layout <==
kind,to,slack (ns)
worst max-delay path,empty,0.61
worst min-delay path,gray_rd_ptr[3],0.43
min in group asynchronous,gray_rd_ptr[1],0.71
worst min register to register,gray_rd_ptr[3],0.43
worst max register to register,rd_ptr[1],1.83
max in group asynchronous,gray_rd_ptr[2],2.44
==> flip-flops by register name, summed over array words and instances (netlist names) <==
signal       count
gray_rd_ptr      4
rd_ptr           4
==> per-layer routing <==
| metal | share of wire (%) | routed length [um] |
|---|---|---|
| met5 | 0 | 0 |
| met3 | 12 | 106 |
| met1 | 43 | 398 |
| met4 | 1.5 | 14 |
| met2 | 44 | 400 |
==> power groups by stage <==
stage                 Sequential, W  Combinational, W  Clock (W)
after global routing       0.000218          0.000254  0.0000754
final                      0.000206          0.000220  0.0000692
after CTS                  0.000208          0.000229  0.0000725
==> cell families (layout without fill, tap and decap cells) <==
| group | Yosys count | count (layout) |
|---|---|---|
| adders and majority gates | 2 | 2 |
| xor gates and xnor gates | 12 | 12 |
| and+or+nand+nor | 3 | 3 |
| buffers and inverters | 3 | 17 |
| DFF | 8 | 8 |
| AOI/OAI and AO/OA | 3 | 3 |
| muxes | 1 | 1 |
==> layout by cell type (no fill, tap or decap) <==
master           synthesis  layout
xor2_1                   7       7
xnor2_1                  5       5
o41ai_2                  1       1
nand3_1                  1       1
dfrtp_1                  8       8
ha_1                     2       2
a41oi_1                  2       2
clkdlybuf4s50_1          0      14
nand2_1                  1       1
clkbuf_4                 0       3
mux2_2                   1       1
nor4_1                   1       1
==> stage by stage <==
stage	hold slack [ns]	setup slack, ns
final	0.430	0.611
after floorplan	0.384	1.68
after global placement	0.416	0.646
after detailed placement	0.424	0.613
after CTS	0.433	0.601
after global routing	0.447	0.535
==> layout make-up <==
class / instances / area (sq um)
multi-input combinational: 21 / 190
sequential: 8 / 200
clock buffer: 3 / 22.5
tap: 46 / 57.6
timing repair buffer: 14 / 140
fill: 385 / 2810
==> worst max-delay path: stages <==
cell and delay (ns):
clkdlybuf4s50_1 0.45, xor2_1 0.18, nor4_1 0.28, clkdlybuf4s50_1 0.51
Power figures rest on the tool's default switching activity, not on a simulated workload.
