## /design/flow/run.sh

```bash
#!/bin/bash
# OpenROAD 26Q1-2900-gdf79404cd8, Yosys 0.63+post, stock flow scripts
make -C /OpenROAD-flow-scripts/flow DESIGN_CONFIG=/design/flow/config.mk WORK_HOME=/design/flow/orfs finish
```

## /design/flow/config.mk

```make
export PLATFORM = sky130hd
export DESIGN_NAME = CLOCK_DIV
export DESIGN_NICKNAME = CLOCK_DIV
export VERILOG_FILES = /design/flow/design.v
export SDC_FILE = /design/flow/constraint.sdc
export NUM_CORES = 4
export LEC_CHECK = 1
export CORE_AREA = 10 10 70 70
export DIE_AREA = 0 0 80 80
```

## /design/flow/constraint.sdc

```tcl
current_design CLOCK_DIV

set clk_period 3.2
set clk_io_pct 0.2

create_clock -name clk0 -period $clk_period [get_ports {i_ref_clk}]

set non_clock_inputs [all_inputs -no_clocks]
set_input_delay [expr $clk_period * $clk_io_pct] -clock clk0 $non_clock_inputs
set_output_delay [expr $clk_period * $clk_io_pct] -clock clk0 [all_outputs]
```

## /design/flow/design.v

```verilog
module CLOCK_DIV #( 
 parameter RATIO_WD = 4 
)(
 input  wire                   i_ref_clk ,               
 input  wire                   i_rst ,                   
 input  wire                   i_clk_en,                 
 input  wire [RATIO_WD-1 : 0] i_div_ratio,               
 output wire                   o_div_clk                 
);
reg  [RATIO_WD-2 : 0]  count ;
wire [RATIO_WD-2 :0]   edge_flip_half ;  
wire [RATIO_WD-2 :0]   edge_flip_full ;                                                                        
reg                    div_clk ;
reg                    odd_edge_tog ;               
wire                   is_one ;
wire                   is_zero;
wire                   clk_en;
wire                   is_odd;
always @(posedge i_ref_clk or negedge i_rst)                
 begin : counter_proc
  if(!i_rst)
   begin
    count <= 0 ;
	div_clk <= 0 ;	
    odd_edge_tog <= 1 ;
   end
    else if(clk_en) 
     begin
      if(!is_odd && (count == edge_flip_half))               
       begin
        count <= 0 ;                                         
        div_clk <= ~div_clk ;                                
       end
      else if((is_odd && (count == edge_flip_half) && odd_edge_tog ) || (is_odd && (count == edge_flip_full) && !odd_edge_tog ))   
       begin  
        count <= 0 ;                                         
        div_clk <= ~div_clk ;		                         
        odd_edge_tog <= ~odd_edge_tog ;                      
       end
    else
     count <= count + 1'b1 ;
   end
 end
assign is_odd = i_div_ratio[0] ;
assign edge_flip_half = ((i_div_ratio >> 1) - 1 ) ;
assign edge_flip_full = (i_div_ratio >> 1) ;
assign is_zero = ~|i_div_ratio ;                                
assign is_one  = (i_div_ratio == 1'b1) ;                        
assign clk_en = i_clk_en & !is_one & !is_zero;                  
assign o_div_clk = clk_en ? div_clk : i_ref_clk ;               
endmodule
```

==> CHANGELOG.md <==
### Changed

* Critical path class: clock port to primary output
* Core footprint at 0.00342 mm^2
* Clock latency at the later pin of the worst-skew pair at 0.34 ns
* Endpoints failing setup at 0
* Stage-log warning count at 27
* Highest-count cells in the layout ignoring fill and taps: clkbuf_4, clkdlybuf4s50_1, nand2_1, xor2_1, dfrtp_1
* Total congestion overflow after global routing at 0
* Worst clock skew on the final layout at 0.000724 ns
* Count of input and output buffers at 7
* Share of synthesized area occupied by flip-flops and latches at 34.9%
* DP Cell Count at 91
* Worst Max-Slew Pin Slew at 0.247 ns
* Unrepaired setup endpoints after global routing: false
* Initial Utilization at 10.6%
* Post-synthesis async set-or-reset flop share at 100%
* Number of design-rule violations left by the first detailed-router iteration at 24
* Number of antenna repair diodes at 0
* Total design power at 0.407 mW
* Max-cap violation count at 0
* HPWL after detailed placement at 683 um
* Count of unresolved DRC violations after routing at 0
* Count of non-filler cells in the finished layout at 98
* Ratio of total power to cell area at 744 mW/mm^2
* Die height at 80 um
* Delay of the slowest cell on the worst path at 0.27 ns
* Critical path capture point type: primary output
* Largest fanout of any net on the critical path at 2
* Clock transition at path regs at 0.04 ns
* Post-DR vias/cell at 3.26
* Category of the worst setup path launch point: clock port
* Drt total wl at 865 um
* Number of synthesis warnings at 1
* Initial antenna violation count at 1
* Worst slew slack as a fraction of its limit at 83.5%
* Count of instantiated cells in the yosys netlist at 37
* Area Growth Syn to Fin at 51.6%
* Count of endpoints failing hold in the final timing report at 0
* Total of hold buffers inserted after clock tree synthesis at 0
* TritonCTS clock tree: built
* Cells after synthesis at 37
* Die X at 80 um
* Post-synth tally of flip-flops with integrated enable at 0
* Commonest flop: dfrtp_1
* Total Routing Usage GR at 3.16%
* Avg Synthesized Cell Area at 9.77 um^2
* Smallest hold slack at 0.472 ns
* Placement Rows at 21
* Count of TritonRoute iterations in the first routing pass at 2
* Data required time of the critical path at 2.56 ns
* Register bit count reported by yosys at 5
* Cells along the critical path: clkbuf_4 > clkbuf_4 > mux2_2 > dlymetal6s2s_1
* Ratio of cells with drive above 1 in the final layout at 23.1%
* Setup Fix Bufs, Post-CTS at 0
* Routed Antenna Nets at 0
* I/O pin count at 8
* Final number of max-transition violations at 0
* WL per Instance at 8.83 um
* Vias at 319
* Cell repeated most along the worst path: clkbuf_4
* Global-route wire length before repair at 1540 um
* Arrival time worst endpoint at 2.23 ns
* Cell area after technology mapping at 362 um^2
* Yosys chip area at 362 um^2
* Total die area at 0.00640 mm^2
* Number of global-route vias before repair at 335
* Final Wtd Congestion at 0.838
* Status: complete, no violations
* Worst IR drop on VDD at 0.110 mV
* Critical-path cell with the highest stage delay: mux2_2
* Final-layout setup total negative slack at 0 ns
* Number of distinct library cells after synthesis at 20
* Maximum number of pins on one net before global-route repair at 10
* Leak pwr at 0.243 nW
* Type of the tightest min-delay check: register to register
==> where the power goes <==
part | total [mW] | switching, mW | leakage (nW) | internal (mW)
Sequential | 0.127 | 0.0292 | 0.0573 | 0.0973
Combinational | 0.133 | 0.0621 | 0.139 | 0.0710
Clock | 0.148 | 0.0396 | 0.0466 | 0.108
Total | 0.407 | 0.131 | 0.243 | 0.277
==> Yosys cell counts, types with 2 or more instances <==
cell type | number | share of area, %
nand2_1 | 5 | 5.2
inv_1 | 3 | 3.1
o21ai_0 | 2 | 2.8
dfrtp_1 | 4 | 28
ha_1 | 2 | 6.9
nand3_1 | 3 | 4.2
xor2_1 | 5 | 12
==> cell type report <==
| cell class | instances | area [um^2] |
|---|---|---|
| inverters | 3 | 11.3 |
| fillers | 388 | 2870 |
| multi-input cells | 29 | 224 |
| clock buffers | 8 | 61.3 |
| well taps | 46 | 57.6 |
| repair buffers | 7 | 67.6 |
| flip-flops and latches | 5 | 126 |
==> routing by layer <==
layer  vias up  global-route usage (%)  share of wire [%]
met5         -                       0                2.3
met3         4                    3.86                 16
met2        12                    3.53                 37
li1        161                       -                  -
met1       140                    3.49                 43
met4         2                    1.06                1.0
==> metrics by stage <==
step | cell area [um^2] | utilization [%] | setup slack [ns]
CTS | 546 | 16.0 | 0.00815
floorplan | 362 | - | 0.738
finish | 548 | 16.0 | 0.330
detailed placement | 497 | 14.5 | 0.335
global placement | 497 | 14.5 | 0.335
global route | 548 | 16.0 | 0.283
==> registers in the layout, indices dropped and copies added (netlist names) <==
register and count:
div_clk 1, count 3, odd_edge_tog 1
==> worst max-delay path: cells and delay by family <==
kind / cells / cell delay, ns
buf+inv: 3 / 0.36
mux: 1 / 0.27
==> cells by family (layout without fill, tap and decap cells) <==
family / after synthesis / after routing / share of synthesized area [%]
AND/OR/NAND/NOR: 14 / 14 / 20.8
multiplexers: 1 / 1 / 3.11
adder cells (fa/ha/maj): 2 / 2 / 6.92
flip-flops: 5 / 5 / 35.0
XOR/XNOR: 6 / 6 / 18.3
buffers and inverters: 3 / 18 / 3.11
AND-OR/OR-AND: 6 / 6 / 12.8
==> repair_timing <==
item                                   CTS  global route
setup endpoints to repair                0             1
endpoints found under the hold margin    0             0
resized                                  0             1
==> path summary, 6_finish.rpt <==
kind / depth (start not counted) / slack (ns) / startpoint / to
worst max-delay path: 4 / 0.33 / i_ref_clk / o_div_clk
worst min-delay path: 1 / 0.47 / div_clk / div_clk
worst max register to register: 4 / 1.65 / count[2] / div_clk
worst min register to register: 1 / 0.47 / div_clk / div_clk
max in group asynchronous: 1 / 2.43 / i_rst / odd_edge_tog
min in group asynchronous: 1 / 0.52 / i_rst / div_clk
Power and IR drop assume default switching activity.
