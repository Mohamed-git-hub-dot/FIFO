==> /design/flow/design.v <==
module fifo_mem #(
  parameter D_SIZE = 16 ,                        
  parameter F_DEPTH = 8 ,                        
  parameter P_SIZE = 4                           
)
  (   
   input                    w_clk,               
   input                    w_rstn,              
   input                    w_full,              
   input                    w_inc,               
   input   [P_SIZE-2:0]     w_addr,              
   input   [P_SIZE-2:0]     r_addr,              
   input   [D_SIZE-1:0]     w_data,              
   output  [D_SIZE-1:0]     r_data               
  );
reg [F_DEPTH-1:0] i ;
reg [D_SIZE-1:0] FIFO_MEM [F_DEPTH-1:0] ;
always @(posedge w_clk or negedge w_rstn)
 begin
  if(!w_rstn)
   begin 
    for(i=0;i<F_DEPTH;i=i+1) 
     FIFO_MEM[i] <= {D_SIZE{1'b0}} ;
   end
 else if (!w_full && w_inc)
    FIFO_MEM[w_addr] <= w_data ;
 end
assign r_data = FIFO_MEM[r_addr] ;
endmodule
==> /design/flow/run.sh <==
#!/bin/bash
# OpenROAD 26Q1-2900-gdf79404cd8, Yosys 0.63+post, stock flow scripts
make -C /OpenROAD-flow-scripts/flow DESIGN_CONFIG=/design/flow/config.mk WORK_HOME=/design/flow/orfs finish
==> /design/flow/config.mk <==
export PLATFORM = sky130hd
export DESIGN_NAME = fifo_mem
export DESIGN_NICKNAME = fifo_mem
export VERILOG_FILES = /design/flow/design.v
export SDC_FILE = /design/flow/constraint.sdc
export NUM_CORES = 4
export LEC_CHECK = 1
export CORE_UTILIZATION = 30
==> /design/flow/constraint.sdc <==
current_design fifo_mem

set clk_period 2.7
set clk_io_pct 0.2

create_clock -name clk0 -period $clk_period [get_ports {w_clk}]

set non_clock_inputs [all_inputs -no_clocks]
set_input_delay [expr $clk_period * $clk_io_pct] -clock clk0 $non_clock_inputs
set_output_delay [expr $clk_period * $clk_io_pct] -clock clk0 [all_outputs]
==> metrics.cfg <==
[timing]
setup_viol=0
max_slew.worst_pin.slew_ns=0.661
max_freq_ghz=0.387
finalCritPeriodShare=0.957
finalWorstPathRequiredPeriod_ns=2.58
whs_ns=0.151
skew_ns=0
slew-limit-headroom=0.560
rsz0062_at_grt=no
slew_violations=0
hold_viol_final=0

[synthesis]
synthCells=416
yosys_area_sq_um=5970
synth_warnings=2
synth_area_sq_um=5970
syn_area_per_cell_sq_um=14.4
ys_ff=128
synth.distinct_cells=26
synth_seq_share=0.536
yosys-stat-cells=416

[placed_design]
io_buffers=41
gp_congestion=0.762
place_inst=714
place_area_sq_um=6780
dp_hpwl_mm=7.94

[global_routing]
grt_pass1_wl_mm=21.5
grt_start_max_net_pins=68
gr-total-overflow=0
antenna_found_initial=0
grt_pass1_vias=3742
grt_usage=0.143

[power]
switchingPower_mw=1.37
swShare=0.234
power_frac_seq=0.437
leakage_nw=3.23
p_comb_frac=0.169
irDropWorstVdd_mv=0.352
power_density_nw_per_um2=792
clkPwrFrac=0.394
intPower_mw=4.51
power_mw=5.88

[route]
ant_nets=0
wl_per_cell_microns=17.6
diodes=0
wl_mm=13.1
num_vias=3597
drt_first_pass_iters=4
drc_errors=0
viasPerCell=4.82
drtIter0Drc=154

[critical_path]
r2r_slack_ns=1.93
r2r_start=FIFO_MEM[2][14]
cp-end-kind=output pin
cp_data_arrival_time_ns=2.04
cp_data_required_time_ns=2.16
crit_path_start_kind=input port
worstSetupPathType=input port to output pin
crit_fanout=28
r2r_cells=1
reg2reg_to=FIFO_MEM[2][14]

[final_layout]
syn2layout_area_growth_pct=24.3
lay_top_cells=128 x dfrtp_1, 126 x mux2_2, 48 x mux2i_1
final_area_sq_um=7430
mostFrequentLayoutCell=dfrtp_1
reg_top3=FIFO_MEM (128)
drive_gt1_frac=0.407
nFillCells=1779
regMostFlops=FIFO_MEM
fin_cells=746
largest_register_ffs=128

[clock_network]
cts_tree=yes
cts_htree_levels=4
clk_latency_ns=0.41
cts-root-buf=clkbuf_16
cts_buffer_depth=2
cts_buffers=17
postCtsSetupBuffers=0
clk_pin_slew_ns=0.06
clkSinkCount=128

[job]
max_cap_violations=0
warnings=25

[floorplanning]
core_area_sq_um=19500
rows=51
chipArea_sq_um=20500
io_pins=42
fp_util=0.307
die_x_microns=143
die_h_microns=143

[worst_hold_path]
hold_path_class=input port to async pin

[outcome]
status=finished clean

Yosys cell counts, drive strengths merged:
master / n / area share
nand3b: 3 / 0.010
nand2b: 4 / 0.0042
nand2: 4 / 0.0029
nor2b: 1 / 0.0010
a211oi: 13 / 0.016
dfrtp: 128 / 0.54
inv: 3 / 0.0019
buf: 19 / 0.025
o22ai: 16 / 0.017
mux2i: 48 / 0.080
nor3b: 16 / 0.026
o22a: 16 / 0.023
or3: 1 / 0.0010
nor2: 2 / 0.0017
clkbuf: 10 / 0.0065
a221oi: 3 / 0.0044
and3: 1 / 0.0010
mux2: 128 / 0.24
layout make-up:
class / instances / area (sq um) / area share
well taps: 265 / 332 / 0.0447
clock buffers: 22 / 474 / 0.0639
flip-flops and latches: 128 / 3200 / 0.431
clock inverters: 10 / 134 / 0.0180
inverters: 3 / 11.3 / 0.00152
multi-input cells: 256 / 2610 / 0.351
repair buffers: 62 / 662 / 0.0891
worst max path at each step:
| stage | startpoint | to | depth (start not counted) |
|---|---|---|---|
| 4_1_cts | r_addr[0] | r_data[12] | 6 |
| 6_report | r_addr[1] | r_data[9] | 6 |
| 5_1_grt | r_addr[1] | r_data[2] | 6 |
timing repair:
item                       4_1_cts  5_1_grt
gates resized                    5       11
setup endpoints to repair       16       16
hold buffers                     0        0
metrics by stage:
stage	setup TNS [ns]	util	setup slack (ns)
finish	0	0.382	0.116
global route	0	0.382	0.0294
CTS	0	0.380	0.0192
detailed placement	-2.79	0.348	-0.228
global placement	-2.83	0.348	-0.227
floorplan	0	-	0.625
metal layers:
metal	vias to the layer above	GRT usage	part of all wire
met4	0	0.0141	0.0055
met2	73	0.206	0.44
met3	5	0.0389	0.053
li1	1663	-	-
met5	-	0	0
met1	1856	0.228	0.50
critical path, cell delays in order:
cell and delay [ns]:
buf_2 0.15, buf_12 0.21, nand2_1 0.23, o22ai_1 0.27, o22a_1 0.17, clkdlybuf4s50_1 0.45
kinds of logic (layout without fill, tap and decap cells):
kind of cell,count (synthesis),count (layout),synth area share
mux,176,176,0.322
flops,128,128,0.536
compound gates,48,48,0.0610
simple gates,32,32,0.0478
buf+inv,32,97,0.0333
power by group through the flow:
stage                 Combinational [mW]  Clock, mW  Sequential (mW)
after CTS                          0.999       2.35             2.57
after global routing                1.10       2.46             2.64
final                              0.994       2.32             2.57
Power figures rest on the tool's default switching activity, not on a simulated workload.
